==> design/flow/run.sh <==
#!/bin/bash
# OpenROAD 26Q1-2900-gdf79404cd8, Yosys 0.63+post, stock flow scripts
make -C /OpenROAD-flow-scripts/flow DESIGN_CONFIG=/design/flow/config.mk WORK_HOME=/design/flow/orfs finish
==> design/flow/constraint.sdc <==
current_design traffic_control

set clk_period 1.6
set clk_io_pct 0.2

create_clock -name clk0 -period $clk_period [get_ports {clk}]

set non_clock_inputs [all_inputs -no_clocks]
set_input_delay [expr $clk_period * $clk_io_pct] -clock clk0 $non_clock_inputs
set_output_delay [expr $clk_period * $clk_io_pct] -clock clk0 [all_outputs]
==> design/flow/config.mk <==
export PLATFORM = sky130hd
export DESIGN_NAME = traffic_control
export DESIGN_NICKNAME = traffic_control
export VERILOG_FILES = /design/flow/design.v
export SDC_FILE = /design/flow/constraint.sdc
export NUM_CORES = 4
export LEC_CHECK = 1
export CORE_AREA = 10 10 70 70
export DIE_AREA = 0 0 80 80
==> design/flow/design.v <==
module traffic_control(n_lights,s_lights,e_lights,w_lights,clk,rst_a);
   output reg [2:0] n_lights,s_lights,e_lights,w_lights; 
   input      clk;
   input      rst_a;
   reg [2:0] state;
   parameter [2:0] north=3'b000;
   parameter [2:0] north_y=3'b001;
   parameter [2:0] south=3'b010;
   parameter [2:0] south_y=3'b011;
   parameter [2:0] east=3'b100;
   parameter [2:0] east_y=3'b101;
   parameter [2:0] west=3'b110;
   parameter [2:0] west_y=3'b111;
   reg [2:0] count;
   always @(posedge clk, posedge rst_a)
     begin
        if (rst_a)
            begin
                state=north;
                count =3'b000;
            end
        else
            begin
                case (state)
                north :
                    begin
                        if (count==3'b111)
                            begin
                            count=3'b000;
                            state=north_y;
                            end
                        else
                            begin
                            count=count+3'b001;
                            state=north;
                            end
                    end
                north_y :
                    begin
                        if (count==3'b011)
                            begin
                            count=3'b000;
                            state=south;
                            end
                        else
                            begin
                            count=count+3'b001;
                            state=north_y;
                        end
                    end
               south :
                    begin
                        if (count==3'b111)
                            begin
                            count=3'b0;
                            state=south_y;
                            end
                        else
                            begin
                            count=count+3'b001;
                            state=south;
                        end
                    end
            south_y :
                begin
                    if (count==3'b011)
                        begin
                        count=3'b0;
                        state=east;
                        end
                    else
                        begin
                        count=count+3'b001;
                        state=south_y;
                        end
                    end
            east :
                begin
                    if (count==3'b111)
                        begin
                        count=3'b0;
                        state=east_y;
                        end
                    else
                        begin
                        count=count+3'b001;
                        state=east;
                        end
                    end
            east_y :
                begin
                    if (count==3'b011)
                        begin
                        count=3'b0;
                        state=west;
                        end
                    else
                        begin
                        count=count+3'b001;
                        state=east_y;
                        end
                    end
            west :
                begin
                    if (count==3'b111)
                        begin
                        state=west_y;
                        count=3'b0;
                        end
                    else
                        begin
                        count=count+3'b001;
                        state=west;
                        end
                    end
            west_y :
                begin
                    if (count==3'b011)
                        begin
                        state=north;
                        count=3'b0;
                        end
                    else
                        begin
                        count=count+3'b001;
                        state=west_y;
                        end
                    end
            endcase  
        end  
    end 
always @(state)
     begin
         case (state)
            north :
                begin
                    n_lights = 3'b100;
                    s_lights = 3'b100;
                    e_lights = 3'b100;
                    w_lights = 3'b100;
                end  
            north_y :
                begin
                    n_lights = 3'b010;
                    s_lights = 3'b100;
                    e_lights = 3'b100;
                    w_lights = 3'b100;
                end  
            south :
                begin
                    n_lights = 3'b100;
                    s_lights = 3'b001;
                    e_lights = 3'b100;
                    w_lights = 3'b100;
                end  
            south_y :
                begin
                    n_lights = 3'b100;
                    s_lights = 3'b010;
                    e_lights = 3'b100;
                    w_lights = 3'b100;
                end  
            west :
                begin
                    n_lights = 3'b100;
                    s_lights = 3'b100;
                    e_lights = 3'b100;
                    w_lights = 3'b001;
                end  
            west_y :
                begin
                    n_lights = 3'b100;
                    s_lights = 3'b100;
                    e_lights = 3'b100;
                    w_lights = 3'b010;
                end  
            east :
                begin
                    n_lights = 3'b100;
                    s_lights = 3'b100;
                    e_lights = 3'b001;
                    w_lights = 3'b100;
                end  
            east_y :
                begin
                    n_lights = 3'b100;
                    s_lights = 3'b100;
                    e_lights = 3'b010;
                    w_lights = 3'b100;
                end  
            endcase  
     end  
endmodule
==> results.cfg <==
; physical design summary
[synth]
synth-edff-count = 0
yosysWarningCount = 1
avgSynthCellArea_sq_um = 9.00
top_cell_area_share = 0.407
common_cells = 6 x dfrtp_1, 6 x nor2_1, 4 x ha_1, 4 x nand2_1
ff_type = dfrtp_1
ys_seq_share = 0.407
yosys-stat-cells = 41
syn_area_sq_um = 369
yosys-stat-area_sq_um = 369
async_reset_ff_frac = 1.00
yosys.area.top_type = dfrtp_1
ys_types = 19
synth-seq-cells = 6
postSynthCellCount = 41
top_cells_by_area = dfrtp_1 41%, ha_1 14%, nor2_1 6.1%

[power_and_ir_drop]
pwr-share-clk = 0.464
p_int_w = 0.000239
pwr-share-comb = 0.019
seq_power_share = 0.517
p_switching_w = 0.0000554
sw_frac_of_total = 0.188
power.density_nw_per_um2 = 465
p_leak_nw = 0.307
peakVddDrop_mv = 0.282

[setup_path]
r2r-end = state[1]
reg2reg_slack_ns = 0.42
crit_path_end_kind = output port
crit_path_max_fanout = 3
arrival_ns = 1.22
reg2reg_from = count[0]
r2r_cells = 4
required_ns = 1.28
start_kind = flip-flop
crit_type = flip-flop to output port

[timing]
skew_ns = 0.00254
hold_slack_ns = 0.289
slew_viol_final = 0
fin_tns_setup_ns = 0
min_period_ns = 1.54
finalCritPeriodShare = 0.960
hold_viol = 0
final-setup-viol-count = 0
rsz0062_at_grt = no
setup_ws_ns = 0.0637
fmax_ghz = 0.651

[routing]
met3_length_um = 66
drt-total-wl_um = 935
final_antenna_net_count = 0
drcViolationCount = 0
dr.pass1.iters = 2
vias_per_cell = 3.12
vias = 340
wl_met1_um = 418
drtIter0Drc = 22
wl_per_cell_um = 8.58
diodes = 0
highest_layer = met3
met2WireLength_um = 450

[global_route]
grt_pass1_vias = 334
antenna_found_initial = 0
grt.total_usage = 0.0291
grt_max_degree = 10
grt_pass1_wl_um = 1520
grt.overflow.total = 0

[placement]
hpwl_um = 714
place_congestion = 0.645
place_ws_ns = 0.0126
port-buffer-count = 12
dp.cells = 101

[job]
warnings = 27
maxCapViolCount = 0

[clock_tree]
postCtsHoldBufs = 0
clk_pin_slew_worst_paths_ns = 0.04
clk_latency_ns = 0.24
cts_tree = built
cts_buffers = 3
root_buffer = clkbuf_4
clock_path_buffers = 2
h-tree-depth = 1
cts.sinks = 6

[finish]
nFillCells = 374
drive_gt1_frac = 0.349
final_cells = 109
syn_to_final_growth_pct = 71.5
fin_util = 0.185
seq_area_sq_um = 150
final-comb-area_sq_um = 199

[floorplanning]
ios = 14
die_y_um = 80
dieArea_sq_um = 6400
core_area_sq_um = 3420
die_x_um = 80
fp-utilization = 0.108
rows = 21

[outcome]
status = completed

[worst_hold_path]
holdCritPathClass = input pin to async pin
power by group through the flow:
stage         Clock [W]  Combinational, W  Sequential (W)
finish         0.000137        0.00000550        0.000152
CTS            0.000143        0.00000610        0.000152
global route   0.000155        0.00000675        0.000152
stage by stage:
step	power [W]	area [sq um]
4_1_cts	0.000301	647
2_1_floorplan	0.000159	369
5_1_grt	0.000314	633
3_5_place_dp	0.000161	558
6_report	0.000295	633
3_3_place_gp	0.000160	558
layer usage:
layer  track usage  vias to the layer above
li1              -                      175
met1        0.0343                      158
met2        0.0457                        7
met3        0.0182                        0
met4       0.00176                        0
met5             0                        -
area by class of cell:
type                       instances  share of cell area
multi-input combinational         28               0.314
clock buffer                       3              0.0356
tap                               46              0.0909
inverter                           5              0.0336
timing repair buffer              21               0.289
sequential                         6               0.237
registers in the layout, summed over array words and instances, names as in the netlist:
name / count
state: 3
count: 3
layout by cell type, fill, tap and decap left out, types with 3 or more instances in the layout:
cell and count:
dlygate4sd2_1 7, dfrtp_1 6, buf_6 5, nand2_1 4, nor2_1 4, ha_1 4, buf_4 4, o21ai_0 3
inv_1 3, clkbuf_4 3
worst max path at each step:
stage	from	end	slack (ns)	cells after the start
finish	state[1]	s_lights[2]	0.06	5
global route	state[0]	e_lights[0]	0.006	4
CTS	state[0]	n_lights[1]	0.002	5
kinds of logic after synthesis:
kind of cell | share of synthesized area
fa+ha+maj | 0.136
other cells | 0.0102
buf+inv | 0.108
simple gates | 0.237
flops | 0.407
compound gates | 0.102
critical path: stages (launching register included):
cell           delay (ns)
dfrtp_1              0.38
buf_6                0.12
buf_6                0.11
buf_6                0.10
nand2b_4             0.06
dlygate4sd2_1        0.20
what timing repair did:
action,in CTS,in global routing
cloned,0,0
gates resized,26,2
setup endpoints to repair,11,4
pin swaps,3,1
setup buffers,7,0
Power and IR drop assume default switching activity.
